--- flow/run.sh ---
#!/bin/bash
# OpenROAD 26Q1-2900-gdf79404cd8, Yosys 0.63+post, stock flow scripts
make -C /OpenROAD-flow-scripts/flow DESIGN_CONFIG=/design/flow/config.mk WORK_HOME=/design/flow/orfs finish
--- flow/config.mk ---
export PLATFORM = sky130hd
export DESIGN_NAME = cla32
export DESIGN_NICKNAME = cla32
export VERILOG_FILES = /design/flow/design.v
export SDC_FILE = /design/flow/constraint.sdc
export NUM_CORES = 4
export LEC_CHECK = 1
export CORE_AREA = 10 10 82 82
export DIE_AREA = 0 0 92 92
--- flow/constraint.sdc ---
current_design cla32

set clk_period 1.7
set clk_io_pct 0.2

create_clock -name clk0 -period $clk_period

set non_clock_inputs [all_inputs -no_clocks]
set_input_delay [expr $clk_period * $clk_io_pct] -clock clk0 $non_clock_inputs
set_output_delay [expr $clk_period * $clk_io_pct] -clock clk0 [all_outputs]
--- flow/design.v ---
module add (a,b,c,g,p,s);
 input a,b,c;
 output g,p,s;
 assign s = a^b^c;
 assign g = a&b;
 assign p = a|b;
endmodule
module gp(g,p,cin,gout,pout,cout);
 input [1:0] g, p;
 input cin;
 output gout,pout,cout;
 assign gout = g[1] | p[1] & g[0];
 assign pout = p[1] & p[0];
 assign cout = g[0] | p[0] & cin;
endmodule
module cla2(a,b,cin,gout,pout,s);
 input [1:0] a,b;
 input cin;
 output gout,pout;
 output [1:0] s;
 wire [1:0] g,p;
 wire cout;
 add a0 (a[0],b[0],cin,g[0],p[0],s[0]);
 add a1 (a[1],b[1],cout,g[1],p[1],s[1]);
 gp gp0 (g,p,cin,gout,pout,cout);
endmodule
module cla4(a,b,cin,gout,pout,s);
 input [3:0] a,b;
 input cin;
 output gout,pout;
 output [3:0]s;
 wire [1:0]g,p;
 wire cout;
 cla2 c1(a[1:0],b[1:0],cin,g[0],p[0],s[1:0]);
 cla2 c2(a[3:2],b[3:2],cin,g[1],p[1],s[3:2]);
 gp gp0 (g,p,cin,gout,pout,cout);
endmodule
module cla8(a,b,cin,gout,pout,s);
 input [7:0] a,b;
 input cin;
 output gout,pout;
 output [7:0]s;
 wire [1:0]g,p;
 wire cout;
 cla4 c1(a[3:0],b[3:0],cin,g[0],p[0],s[3:0]);
 cla4 c2(a[7:4],b[7:4],cin,g[1],p[1],s[7:4]);
 gp gp0 (g,p,cin,gout,pout,cout);
endmodule
module cla16(a,b,cin,gout,pout,s);
 input [15:0] a,b;
 input cin;
 output gout,pout;
 output [15:0]s;
 wire [1:0]g,p;
 wire cout;
 cla8 c1(a[7:0],b[7:0],cin,g[0],p[0],s[7:0]);
 cla8 c2(a[15:8],b[15:8],cin,g[1],p[1],s[15:8]);
 gp gp0 (g,p,cin,gout,pout,cout);
endmodule
module cla_32(a,b,cin,gout,pout,s);
 input [31:0] a,b;
 input cin;
 output gout,pout;
 output [31:0]s;
 wire [1:0]g,p;
 wire cout;
 cla16 c1(a[15:0],b[15:0],cin,g[0],p[0],s[15:0]);
 cla16 c2(a[31:16],b[31:16],cin,g[1],p[1],s[31:16]);
 gp gp0 (g,p,cin,gout,pout,cout);
endmodule
module cla32(a,b,ci,s);
 input [31:0] a,b;
 input ci;
 output [31:0]s;
 wire gout,pout;
 cla_32 c1 (a,b,ci,gout,pout,s);
endmodule
==> flow_metrics.py <==
# Physical implementation metrics
metrics = {
    "status": {
        "outcome": "finished with violations",
        "violations": "negative setup slack",
    },
    "global_route": {
        "antenna_found_initial": 0,
        "overflow": 0,
        "grt_usage_pct": 7.268,
        "grt_pass1_wl_mm": 4.864,
        "grt_pass1_vias": 951,
        "grt_max_degree": 7,
    },
    "synthesis": {
        "avgSynthCellArea_sq_um": 9.777,
        "synth.cell_area_sq_um": 1105,
        "syn-instance-count": 113,
        "largest_area_cell": "xnor3_1",
        "yosys_area_sq_um": 1105,
        "yosys_warnings": 0,
        "yosys.stat.seqShare_pct": 0,
        "netlist-cell-type-count": 4,
        "topCellsByArea": "xnor3_1 33%, fa_1 29%, buf_4 22%",
        "top_area_share_pct": 32.62,
        "ys_cells": 113,
    },
    "setup_path": {
        "crit_start": "b[14]",
        "worst-setup-path-type": "input pin to output port",
        "endpoint": "s[14]",
        "critPathRequiredTime_ns": 1.36,
        "crit_fanout": 1,
        "arrival_ns": 1.50,
        "cp-start-kind": "input pin",
        "endpoint_kind": "output port",
    },
    "sta": {
        "fmax_ghz": 0.5435,
        "hold_viol": 0,
        "maxSlewViolCount": 0,
        "setup_viol": 25,
        "fin_setup_tns_ns": -2.627,
        "layout_min_cycle_time_ns": 1.840,
        "worstMarginPinSlew_ns": 0.1104,
        "rsz0062_at_grt": "true",
        "maxSlewHeadroom_pct": 92.63,
        "finalCritPeriodShare_pct": 108.2,
        "fin_ws_ns": -0.1401,
    },
    "worst_hold_path": {
        "hold-path-cell-count": 5,
        "hp-class": "input pin to output port",
        "hp-start": "b[6]",
    },
    "pwr": {
        "ir_drop_mv": 0.08545,
        "leakage_nw": 1.094,
        "total_power_uw": 528.4,
        "power_density_nw_per_um2": 274.4,
    },
    "floorplan": {
        "io_pins": 97,
        "dieArea_sq_um": 8464,
        "fp_util_pct": 21.77,
        "die_w_microns": 92,
        "die_h_microns": 92,
        "rows": 26,
        "core_sq_um": 5075,
    },
    "detailed_routing": {
        "route.detailed.drc": 0,
        "antennaDiodeCount": 0,
        "drt_iter0_drc": 2,
        "vias_per_cell": 3.344,
        "wl_mm": 3.166,
        "first_pass_iters": 2,
        "vias": 856,
        "ant_nets": 0,
        "wl_per_cell_microns": 12.37,
    },
    "place": {
        "hpwl_mm": 2.872,
        "port-buffer-count": 97,
        "gp_congestion": 0.7216,
        "pre_cts_ws_ns": -0.8362,
    },
    "final_layout": {
        "ff_count": 0,
        "drive_gt1_share_pct": 51.08,
        "clock_buffer_count": 0,
        "seqCellArea_sq_um": 0,
        "areaGrowthSynthToFinish_pct": 74.29,
    },
    "job": {
        "drv_cap": 0,
        "tool_warnings": 35,
    },
    "clock_network": {
        "hold_buffers": 0,
    },
}
[routing by layer]
layer | GRT usage, % | up-vias | share of wire (%)
met1 | 7.927 | 393 | 34
met2 | 13.65 | 42 | 54
met4 | 0 | 0 | 0
li1 | - | 421 | -
met3 | 2.965 | 0 | 11
met5 | 0 | - | 0
[worst min-delay path by stage]
stage / to / slack, ns
CTS: s[18] / 1.29
global route: s[6] / 1.21
finish: s[6] / 1.18
[cell usage in the layout (no fill, tap or decap)]
cell type        instances
dlymetal6s2s_1           5
buf_8                    1
inv_2                   37
inv_1                   11
buf_6                    6
xnor3_1                 16
buf_2                   30
clkbuf_16                1
buf_4                    1
dlygate4sd2_1           23
fa_2                    16
clkinvlp_4               1
buf_12                   2
clkdlybuf4s50_1         36
[per-stage QoR]
step,hold WS (ns),cell area (sq um),utilization [%],instances
detailed placement,1.745,1967,38.76,249
global placement,1.729,1967,38.76,249
CTS,1.288,1903,37.50,256
floorplan,0.9331,1129,-,113
finish,1.182,1926,37.94,256
global route,1.210,1926,37.94,256
[cells in the mapped netlist]
cell type and number:
inv_1 49, buf_4 32, fa_1 16, xnor3_1 16
[where the power goes]
part | internal, mW | leakage [nW] | switching (mW)
clock | 0 | 0 | 0
sequential | 0 | 0 | 0
combinational | 0.372 | 1.09 | 0.157
total | 0.372 | 1.09 | 0.157
[kinds of logic (layout without fill, tap and decap cells)]
| family | after synthesis | after routing | share of synthesized area (%) |
|---|---|---|---|
| buffers and inverters | 81 | 154 | 38.39 |
| xor gates and xnor gates | 16 | 16 | 32.62 |
| adders and majority gates | 16 | 16 | 28.99 |
[critical path, stage by stage]
cell and delay [ns]:
clkdlybuf4s50_1 0.45, inv_1 0.05, fa_2 0.53, inv_2 0.03, buf_2 0.10
[layout make-up]
cell class                      count  area (sq um)
Fill cell                         552          3149
Inverter                           49         187.7
Multi-Input combinational cell     32         720.7
Tap cell                           70         87.58
Timing Repair Buffer              105         929.6
[timing repair]
item                       CTS  global route
cloned                       1             0
setup buffers                6             0
resized                    162            24
pin swaps                   14             2
setup endpoints to repair   32            32
Power and IR drop assume default switching activity.
