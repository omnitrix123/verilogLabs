==> /design/flow/design.v <==
module fivetothirtytwo (in,out,en);        
 input  [4:0]in;             
 input en;               
 output reg [31:0] out;                 
  always @ (en or in)
   begin      
      out = 32'b0;           
      out[in] = en;                
   end
endmodule
==> /design/flow/run.sh <==
#!/bin/bash
# OpenROAD 26Q1-2900-gdf79404cd8, Yosys 0.63+post, stock flow scripts
make -C /OpenROAD-flow-scripts/flow DESIGN_CONFIG=/design/flow/config.mk WORK_HOME=/design/flow/orfs finish
==> /design/flow/config.mk <==
export PLATFORM = sky130hd
export DESIGN_NAME = fivetothirtytwo
export DESIGN_NICKNAME = fivetothirtytwo
export VERILOG_FILES = /design/flow/design.v
export SDC_FILE = /design/flow/constraint.sdc
export NUM_CORES = 4
export LEC_CHECK = 1
export CORE_AREA = 10 10 70 70
export DIE_AREA = 0 0 80 80
==> /design/flow/constraint.sdc <==
current_design fivetothirtytwo

set clk_period 3.8
set clk_io_pct 0.2

create_clock -name clk0 -period $clk_period

set non_clock_inputs [all_inputs -no_clocks]
set_input_delay [expr $clk_period * $clk_io_pct] -clock clk0 $non_clock_inputs
set_output_delay [expr $clk_period * $clk_io_pct] -clock clk0 [all_outputs]
==> results_dict.tcl <==
# flow metrics
set metrics [dict create \
    common_cells "24 x a21oi_1, 10 x nor2_1, 4 x nand4_1, 4 x nand4b_1" \
    finalHoldViolCount 0 \
    rows 21 \
    num_antenna_cells 0 \
    rsz0062_at_grt "no" \
    hp-class "in -> out" \
    status "completed" \
    dieArea_sq_mm 0.00640 \
    maxCapViolations 0 \
    totalWireLength_um 2160 \
    hpwl_um 1790 \
    first_iter_violations 62 \
    clock_buffers 0 \
    area_leaders "a21oi_1 28%, nor2_1 8.8%, nand4b_1 8.2%" \
    wl_per_cell_um 13.8 \
    whs_ns 2.55 \
    area.combinational_sq_um 415 \
    die_x_um 80 \
    worst_pin_slew_ns 0.707 \
    warnings 32 \
    yosysSeqAreaShare_pct 0 \
    core_area_sq_mm 0.00342 \
    drc 0 \
    final_util_pct 26.3 \
    gp_congestion 0.875 \
    peakVddDrop_v 0.0000257 \
    io_buffers 38 \
    grt_max_degree 12 \
    ys_warn_count 1 \
    syn-mean-instance-area_sq_um 5.91 \
    drtPass1Iterations 4 \
    path_max_fanout 8 \
    arrival_ns 2.85 \
    fin_crit_ns 3.61 \
    max_freq_mhz 277 \
    cellPowerDensity_mw_per_mm2 68.9 \
    yosysTopAreaCellShare_pct 28.2 \
    via_per_inst 4.66 \
    grt_pass1_wl_um 3090 \
    die_h_um 80 \
    cp.required_ns 3.04 \
    cts.hold.buffers_added 0 \
    via_count 727 \
    ys_cells 72 \
    critPathKind "in -> out" \
    grtUsageTotal_pct 5.77 \
    yosysMostFrequentCell "a21oi_1" \
    initial_core_util_pct 12.5 \
    flops 0 \
    fin_crit_sh_pct 94.9 \
    synth_cell_types 25 \
    antenna_found_initial 0 \
    grt_pass1_vias 594 \
    power_leakage_nw 0.261 \
    end_kind "output port" \
    seq_area_sq_um 0 \
    max-slew-margin-rel_pct 52.9 \
    synth_area_leader_cell "a21oi_1" \
    synthCells 72 \
    setup_viol 0 \
    start_kind "input port" \
    nFillCells 379 \
    ys_chip_area_sq_um 425 \
    overflow 0 \
    io_pins 38 \
    finalMaxSlewViolations 0 \
    ant_nets 0 \
    drive_gt1_share_pct 10.0 \
    syn_to_final_growth_pct 111 \
    tns_ns 0 \
    syn_area_sq_um 425 \
]
## power by group
| part | switching (mW) | internal (mW) | total, mW | leakage, nW |
|---|---|---|---|---|
| clock network | 0 | 0 | 0 | 0 |
| logic | 0.0320 | 0.0298 | 0.0619 | 0.261 |
| registers | 0 | 0 | 0 | 0 |
## cell families (layout without fill, tap and decap cells)
kind of cell / after synthesis / after routing / share of synthesized area, %
buf+inv: 7 / 45 / 7.06
xor+xnor: 3 / 3 / 6.18
compound gates: 32 / 32 / 42.9
simple gates: 29 / 29 / 40.9
fa+ha+maj: 1 / 1 / 2.94
## critical path, stage by stage
cell             delay (ns)
clkdlybuf4s50_1        0.50
inv_1                  0.06
ha_2                   0.24
o21a_1                 0.13
a32oi_1                0.55
a21oi_1                0.15
clkdlybuf4s50_1        0.46
## layout make-up
type | instances | area share [%]
Timing Repair Buffer | 43 | 46.5
Inverter | 2 | 0.836
Multi-Input combinational cell | 65 | 46.2
Tap cell | 46 | 6.41
## cells in the final DEF, fill, tap and decap left out, drive strengths merged, types with 2 or more instances in the layout
master,instances
nand4b,4
nor2,10
nor2b,3
o21ai,2
inv,2
a21oi,24
nand4,4
a32oi,2
xnor2,2
clkdlybuf4s50,38
buf,5
## through the flow
step	cell area (sq um)	cells	setup WS (ns)	total power, mW
2_1_floorplan	425	72	1.08	0.0323
3_3_place_gp	878	156	0.115	0.0577
3_5_place_dp	878	156	0.0879	0.0583
4_1_cts	878	156	0.0910	0.0586
5_1_grt	898	156	0.0539	0.0679
6_report	898	156	0.192	0.0619
## path summary, 6_finish.rpt
| kind | depth (start not counted) | to | start | slack (ns) |
|---|---|---|---|---|
| setup / recovery | 7 | out[3] | in[0] | 0.19 |
| hold / removal | 4 | out[0] | en | 2.55 |
## per-layer routing
layer / track usage [%] / up-vias / part of all wire (%)
li1: - / 356 / -
met1: 7.65 / 334 / 38
met2: 10.1 / 35 / 52
met3: 0.909 / 2 / 9.7
met4: 0 / 0 / 0.14
met5: 0 / - / 0
## what timing repair did
action,in CTS,in global routing
setup buffers,0,0
resized,0,4
endpoints found under the setup margin,0,13
No activity file was given, so power comes from the tool's default toggle rates.
