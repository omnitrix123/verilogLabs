--- /design/flow/config.mk ---
export PLATFORM = sky130hd
export DESIGN_NAME = alu
export DESIGN_NICKNAME = alu
export VERILOG_FILES = /design/flow/design.v
export SDC_FILE = /design/flow/constraint.sdc
export NUM_CORES = 4
export LEC_CHECK = 1
export CORE_UTILIZATION = 40
--- /design/flow/constraint.sdc ---
current_design alu

set clk_period 25.4
set clk_io_pct 0.2

create_clock -name clk0 -period $clk_period

set non_clock_inputs [all_inputs -no_clocks]
set_input_delay [expr $clk_period * $clk_io_pct] -clock clk0 $non_clock_inputs
set_output_delay [expr $clk_period * $clk_io_pct] -clock clk0 [all_outputs]
--- /design/flow/design.v ---
module alu(a,b,sel,result);
  input [7:0]a,b;
  input [3:0]sel;
  output [12:0]result;
  reg [12:0]result;
  always@(*)
   begin
    case (sel)
     4'b0000: result = a + b;  
     4'b0001: result = a - b;  
     4'b0010: result = a * b;  
     4'b0011: result = a / b;  
     4'b0100: result = a % b;  
     4'b0101: result = a & b;  
     4'b0110: result = a | b;  
     4'b0111: result = a ^ b;  
     4'b1000: result = ~a;     
     4'b1001: result = ~b;     
     4'b1010: result = a<<1;   
     4'b1011: result = b<<1;   
     4'b1100: result = a>>1;   
     4'b1101: result = b>>1;   
     4'b1110: result = a+1;    
     4'b1111: result = a-1;    
    default result = 8'bxxxxxxxx;
    endcase
   end
endmodule
--- /design/flow/run.sh ---
#!/bin/bash
# OpenROAD 26Q1-2900-gdf79404cd8, Yosys 0.63+post, stock flow scripts
make -C /OpenROAD-flow-scripts/flow DESIGN_CONFIG=/design/flow/config.mk WORK_HOME=/design/flow/orfs finish
==> ci_impl_report.md <==
## Implementation flow summary

| Metric | Value |
|---|---|
| Diodes inserted | `0` |
| Post-Syn Area | `8180 um^2` |
| Routed vias/inst | `5.73` |
| Chip footprint | `21000 um^2` |
| Maximum VDD drop | `0.227 mV` |
| Internal power | `0.541 mW` |
| Critical Path End | `result[2]` |
| Via count | `9738` |
| Tool warnings | `55` |
| Final hold slack | `11.00 ns` |
| Worst setup path start | `b[0]` |
| GR Util met3 | `3.72%` |
| Row cnt | `51` |
| Final setup viols | `13` |
| Lkg Pwr | `5.71 nW` |
| Place WS | `-2.85 ns` |
| Port buffer count | `33` |
| Global-route wire length before repair | `48400 um` |
| Tot GR Track Use | `29.2%` |
| Clock network power share | `0%` |
| Stages on the worst setup path | `91` |
| Final Max Slew Viols | `0` |
| Iteration-0 DRC Markers | `668` |
| Seq_cells | `0` |
| Worst Setup End Kind | `output pin` |
| Drt pass-1 iters | `8` |
| RSZ-0062 raised after global routing | `true` |
| Max_slew headroom | `32.9%` |
| Crit path launch type | `input pin` |
| Syn_area_per_cell | `7.34 um^2` |
| WP data required | `20.32 ns` |
| Largest net degree at the start of global routing | `52` |
| Number of global-route vias before repair | `9056` |
| Fp_density | `41.4%` |
| Core Area | `19800 um^2` |
| CP arrival | `22.53 ns` |
| Hold Path Class | `in -> out` |
| I/O Pins | `33` |
| Final Hold Viols | `0` |
| Switching pwr | `0.538 mW` |
| Post-Route WL | `30900 um` |
| Chip area in the Yosys report | `8180 um^2` |
| GRT met1 Usage | `44.5%` |
| Register area share after synthesis | `0%` |
| CTS Hold Buffers Added | `0` |
| Routability cong. | `0.990` |
| Worst Tran Pin Value | `0.998 ns` |
| Met2 GRT Util | `44.5%` |
| Antenna violations before repair | `0` |
| Setup TNS | `-27.59 ns` |
| Die outline height | `145 um` |
| Hpwl dp | `22700 um` |
| Post-DRT Antenna Nets | `0` |
| Comb gate area | `8700 um^2` |
| Crit Path Category | `in -> out` |
| F_max | `36.2 MHz` |
| Max FO, Critical Path | `6` |
| Busiest grt layer | `met2` |
| Clock buffers | `0` |
| Cell count in the Yosys report | `1114` |
| Fin crit period | `27.61 ns` |
| Switching portion of total power | `49.9%` |
| Failing checks | `negative setup slack` |
| Critical-path top delay cell | `or4_4` |
| Largest delay contributor family on the critical path | `AND-OR/OR-AND gates` |
| Final worst setup slack | `-2.21 ns` |
| MaxCap Viol Count | `0` |
| Grt total ovfl | `0` |
| P&R area growth vs syn | `48.0%` |
| Seq pwr share | `0%` |
| WP buf/inv | `10` |
| Hold path start | `b[0]` |
| Reg area | `0 um^2` |
| Status | `finished, violations left` |
| Syn. warnings | `1` |
| Max incr delay on CP | `0.58 ns` |
| DIE WIDTH | `145 um` |
| PwrDens | `89.1 nW/um^2` |
| # DRC | `0` |
| Syn Inst Count | `1114` |
| Period utilization | `109%` |
| Share of layout cells above drive strength 1 | `36.0%` |
| Fill cells | `1696` |
| DR WL/cell | `18.2 um` |
| Distinct cell type count after synthesis | `98` |
| Comb pwr share | `100.0%` |
==> metrics by stage <==
step | utilization, % | cell area [um^2] | cells | power (mW)
6_report | 61.2 | 12100 | 1698 | 1.08
5_1_grt | 61.2 | 12100 | 1698 | 1.17
4_1_cts | 58.1 | 11500 | 1668 | 0.973
3_5_place_dp | 55.8 | 11000 | 1634 | 0.882
3_3_place_gp | 55.8 | 11000 | 1634 | 0.879
2_1_floorplan | - | 8610 | 1118 | 0.557
==> kinds of logic after synthesis <==
group                      count (synthesis)  share of synthesized area (%)
other                                      1                         0.0458
and+or+nand+nor                          350                           20.9
AOI/OAI and AO/OA                        358                           31.5
muxes                                     31                           4.33
buffers and inverters                    133                           6.13
xor gates and xnor gates                  68                           7.28
adders and majority gates                173                           29.9
==> final cells by class <==
cell class | count | area share [%]
Multi-Input combinational cell | 988 | 71.8
Timing Repair Buffer | 355 | 22.6
Tap cell | 265 | 2.74
Inverter | 90 | 2.87
==> power by group through the flow <==
stage / clock, mW / sequential [mW] / combinational (mW)
after CTS: 0 / 0 / 0.973
after global routing: 0 / 0 / 1.17
final: 0 / 0 / 1.08
==> tightest hold or removal path: stages <==
cell	delay, ns
buf_4	0.13
buf_4	0.18
nor2_1	0.10
a221oi_1	0.18
o211ai_1	0.14
buf_2	0.10
==> metal layers <==
metal | part of all wire (%) | wire [um] | vias up
li1 | - | - | 4765
met1 | 48 | 14800 | 4588
met2 | 43 | 13400 | 343
met3 | 7.0 | 2160 | 42
met4 | 1.9 | 600 | 0
met5 | 0 | 0 | -
==> how the worst min path moves through the flow <==
stage | to | cells after the start
5_1_grt | result[12] | 6
4_1_cts | result[12] | 6
6_report | result[12] | 6
==> synthesized netlist by cell type (4+ instances only) <==
library cell  count  share of area [%]
a211o_1           5               0.54
a211oi_1         11                1.0
a21o_1           26                2.4
a21oi_1          81                5.0
a221oi_1          5               0.54
a22oi_1           6               0.55
a311o_1           5               0.61
a31oi_1          16                1.2
a32oi_1           4               0.43
and3_1            6               0.46
clkbuf_1         38                1.7
clkinv_1          5               0.23
fa_1             37                9.1
ha_1            136                 21
inv_1            85                3.9
mux2_2           21                2.9
mux2i_1           8               0.98
nand2_1          90                4.1
nand2b_1         13               0.99
nand3_1          16               0.98
nand4_1           9               0.69
nor2_1          124                5.7
nor2b_1          19                1.5
nor3_1           29                1.8
nor4_1            5               0.38
o2111ai_1         4               0.43
o211ai_1         20                1.8
o21a_1           23                2.1
o21ai_0          46                2.8
o21bai_1          8               0.73
o221ai_1          8               0.86
o22ai_1          13               0.99
o311ai_1          8               0.86
o31a_1            4               0.43
o31ai_1          12                1.1
o32ai_1           5               0.54
or2_2             4               0.31
or3_1             9               0.69
or4_1             4               0.37
xnor2_1          42                4.5
xor2_1           26                2.8
==> placed cells by master (no fill, tap or decap), drive strengths merged, types with 6 or more instances in the layout <==
cell type / instances
fa: 37
inv: 83
mux2i: 8
or3: 10
xor2: 26
nor3: 31
a21oi: 83
nand4: 9
o311ai: 11
o22ai: 13
o21a: 24
nor4: 7
o221ai: 8
nand2b: 14
buf: 337
nand2: 90
nor2b: 19
a211oi: 12
o211ai: 21
and3: 6
a31oi: 16
nor2: 125
o21bai: 8
o31ai: 13
nand3: 20
mux2: 22
a22oi: 6
clkdlybuf4s50: 12
o21ai: 51
a221oi: 6
ha: 136
a21o: 28
xnor2: 42
==> what timing repair did <==
item                                    4_1_cts  5_1_grt
endpoints found under the hold margin         0        0
gates cloned                                  3        0
setup buffers                                31       33
resized                                      98       89
endpoints found under the setup margin       13       13
pin swaps                                    56       95
Power figures rest on the tool's default switching activity, not on a simulated workload.
